==> flow/design.v <==
    module ShiftRegister(
    input wire clk,
    input wire rst,
    input wire enable,
    input wire [7:0] dataIn,
    output reg [7:0] dataOut
    );
    always @(posedge clk or posedge rst) begin
        if (rst) begin
        dataOut <= 8'b00000000;
        end else if (enable) begin
        dataOut <= {dataIn[5:0], 2'b00};
        end
        else begin
            dataOut <= dataIn;
        end
    end
    endmodule
==> flow/run.sh <==
#!/bin/bash
# OpenROAD 26Q1-2900-gdf79404cd8, Yosys 0.63+post, stock flow scripts
make -C /OpenROAD-flow-scripts/flow DESIGN_CONFIG=/design/flow/config.mk WORK_HOME=/design/flow/orfs finish
==> flow/config.mk <==
export PLATFORM = sky130hd
export DESIGN_NAME = ShiftRegister
export DESIGN_NICKNAME = ShiftRegister
export VERILOG_FILES = /design/flow/design.v
export SDC_FILE = /design/flow/constraint.sdc
export NUM_CORES = 4
export LEC_CHECK = 1
export CORE_AREA = 10 10 70 70
export DIE_AREA = 0 0 80 80
==> flow/constraint.sdc <==
current_design ShiftRegister

set clk_period 1.0
set clk_io_pct 0.2

create_clock -name clk0 -period $clk_period [get_ports {clk}]

set non_clock_inputs [all_inputs -no_clocks]
set_input_delay [expr $clk_period * $clk_io_pct] -clock clk0 $non_clock_inputs
set_output_delay [expr $clk_period * $clk_io_pct] -clock clk0 [all_outputs]
==> qor.yml <==
category_of_the_worst_setup_path_launch_point: "primary input"
core_util_at_fp_pct: 9.45
status: "completed"
total_power_uw: 689
ys_sh_xor_pct: 0
cts-buffers-inserted: 3
critical-path-slowest-cell: "sky130_fd_sc_hd__clkdlybuf4s50_1"
intPower_uw: 569
post_synth_inst_count: 18
route.antenna.diode_count: 0
top_level_ports: 19
adder_share_pct: 0
cp_slowest_stage_delay_ns: 0.47
globalRoute.busiestLayer: "met2"
maxSlewViolCount: 0
final_critical_path_setup_slack_ns: 0.0176
area_delta_synth_final_pct: 70.9
comb_power_share_pct: 17.1
synth_top_flop_cell: "sky130_fd_sc_hd__dfrtp_1"
routed_wirelength_um: 704
vias_in_the_first_global_route: 246
avgRoutedWirePerCell_um: 8.19
setup_viol: 0
yosys.area.top_type: "sky130_fd_sc_hd__dfrtp_1"
main_area_contributors: "sky130_fd_sc_hd__dfrtp_1 62%, sky130_fd_sc_hd__mux2_4 28%, sky130_fd_sc_hd__and2b_2 5.4%"
synth_area_per_cell_um2: 17.9
timing.critical_path.arrival_ns: 1.10
rsz_0062_raised_after_global_routing: "false"
total_grt_usage_pct: 2.00
cts_tree: "yes"
avgViaCountPerCell: 2.63
synth.cell_area_um2: 323
top_regs: "dataOut (8)"
worstSetupEndpointType: "register"
detailed_place.area_um2: 564
cts_root_buf: "sky130_fd_sc_hd__clkbuf_4"
logic_family: "multiplexers"
largest_net_degree_at_the_start_of_global_routing: 9
ys.warnings.count: 1
clock_tree_buf_depth: 2
global_route.usage.met1_pct: 1.62
cts_hold_repair.buffers: 0
core_area_um2: 3420
final_antenna_net_count: 0
die_area_um2: 6400
synth_cell_types: 5
initial_antenna_violation_count: 0
vdd_ir_drop_max_uv: 549
clock_tree.htree_level_count: 1
power.share.clock_pct: 31.7
synth-edff-count: 0
final.period_utilization_pct: 98.2
stage_log_warnings: 25
top_cells_by_count: "8 x sky130_fd_sc_hd__dfrtp_1, 6 x sky130_fd_sc_hd__mux2_4, 2 x sky130_fd_sc_hd__and2b_2"
registers.top_by_ff_count: "dataOut"
place_worst_setup_slack_ns: -0.235
ys_cells: 18
critical_path.top_delay_family: "buffers and inverters"
synth.mux.area_fraction_pct: 27.9
grt_overflow_total: 0
post_route_cells_drive_above_1_share_pct: 50.0
yosys_chip_area_um2: 323
num_vias: 226
grtUsageMet3_pct: 0.795
grt_first_pass_wirelength_mm: 1.00
async_flop_share_pct: 100
class_of_the_most_critical_hold_timing_path: "in2async"
critical_path_class: "in2reg"
die_width_um: 80
slew-limit-headroom_pct: 80.9
port_buffers: 18
die_height_um: 80
post_synth_ao_oa_area_fraction_pct: 0
cts.clk_slew.worst_paths_ns: 0.05
most_common_cell: "sky130_fd_sc_hd__dfrtp_1"
stdcell_area_um2: 552
synth.ff_latch_count: 8
worst_margin_pin_slew_ns: 0.287
required_ns: 1.12
synth_simple_gate_area_share_pct: 5.43
place.gp.congestion: 0.658
drc_errors: 0
cells_traversed_along_the_worst_timing_path: "clkdlybuf4s50_1 -> buf_4 -> mux2_4"
power.density_cell_area_nw_per_um2: 1250
layout.core_utilization_pct: 16.2
drt_first_pass_iters: 1
cap_violations: 0
clkSinkCount: 8
largest_register_ffs: 8
total_number_of_placement_rows: 21
sequential_share_of_power_pct: 51.2
power.leakage_uw: 0.000257
p_sw_share_pct: 17.4
fin_crit_ns: 0.982
power_switching_uw: 120
hold_viol: 0
maximum_clock_frequency_mhz: 1020
grt_use_met2_pct: 4.25
cp_num_buf_inv: 2
ys_seq_share_pct: 62.0
critPathMaxFanout: 4
drt-initial-drc-count: 0
yosys.area.top_type_share_pct: 62.0
layout make-up:
class	instances	area, um^2
Timing Repair Buffer	20	160
Sequential cell	8	200
Multi-Input combinational cell	8	108
Clock buffer	3	22.5
Inverter	1	3.75
Tap cell	46	57.6
Fill cell	405	2860
power groups by stage:
stage         registers, uW  clock network, uW  logic, uW
finish                  353                219        118
CTS                     353                232        130
global route            356                243        127
layer usage:
layer / vias to the layer above / routed length [um]
li1: 107 / -
met1: 108 / 257
met2: 11 / 405
met3: 0 / 41
met4: 0 / 0
met5: - / 0
final timing paths:
| path | from | to | cells past startpoint |
|---|---|---|---|
| min | rst | dataOut[0] | 2 |
| min in group clk0 | dataIn[6] | dataOut[6] | 2 |
| max | enable | dataOut[4] | 3 |
| max in group asynchronous | rst | dataOut[3] | 2 |
layout by cell type (no fill, tap or decap), drive strengths merged:
master,count
and2b,2
buf,3
clkbuf,9
clkdlybuf4s15,1
clkdlybuf4s50,10
dfrtp,8
inv,1
mux2,6
cells by family (layout without fill, tap and decap cells):
group,Yosys count,count (layout)
muxes,6,6
buffers and inverters,2,24
DFF,8,8
and+or+nand+nor,2,2
metrics by stage:
step                      cells  hold WS, ns  setup TNS, ns
after floorplan              18       0.0157              0
after global placement       83        0.461          -1.64
after detailed placement     83        0.463          -1.67
after CTS                    86        0.204              0
after global routing         86        0.223              0
final                        86        0.205              0
repair_timing:
action,4_1_cts,5_1_grt
setup buffers,0,0
endpoints found under the setup margin,8,6
resized,17,6
Power and IR drop assume default switching activity.
