## /design/flow/run.sh

```bash
#!/bin/bash
# OpenROAD 26Q1-2900-gdf79404cd8, Yosys 0.63+post, stock flow scripts
make -C /OpenROAD-flow-scripts/flow DESIGN_CONFIG=/design/flow/config.mk WORK_HOME=/design/flow/orfs finish
```

## /design/flow/config.mk

```make
export PLATFORM = sky130hd
export DESIGN_NAME = SimpleALU
export DESIGN_NICKNAME = SimpleALU
export VERILOG_FILES = /design/flow/design.v
export SDC_FILE = /design/flow/constraint.sdc
export NUM_CORES = 4
export LEC_CHECK = 1
export CORE_AREA = 10 10 70 70
export DIE_AREA = 0 0 80 80
```

## /design/flow/constraint.sdc

```tcl
current_design SimpleALU

set clk_period 3.1
set clk_io_pct 0.2

create_clock -name clk0 -period $clk_period

set non_clock_inputs [all_inputs -no_clocks]
set_input_delay [expr $clk_period * $clk_io_pct] -clock clk0 $non_clock_inputs
set_output_delay [expr $clk_period * $clk_io_pct] -clock clk0 [all_outputs]
```

## /design/flow/design.v

```verilog
module SimpleALU (
    input wire [3:0] operandA,  
    input wire [3:0] operandB,  
    input wire [2:0] aluOp,      
    output reg [3:0] result      
);
    always @* begin
        case (aluOp)
            3'b000: result = operandA + operandB;  
            3'b001: result = operandA - operandB;  
            3'b010: result = operandA & operandB;  
            3'b011: result = operandA | operandB;  
            3'b100: result = operandA ^ operandB;  
            default: result = 4'b0000;  
        endcase
    end
endmodule
```

==> out/results.ini <==
[outcome]
run_status = completed

[timing]
min_period_ns = 2.99
finalSetupViolCount = 0
hold_viol_final = 0
hold_slack_ns = 1.78
fmax_mhz = 334
setup_ws_ns = 0.105
tightestPinTransition_ns = 0.210
setup_tns_ns = 0
drv_slew = 0
min_period_over_period_pct = 96.6
grt_setup_unrepaired = true
slew_headroom_pct = 85.9

[grt]
antenna_found_initial = 0
grt_max_degree = 9
overflow = 0
grt_pass1_vias = 424
grtUsageTotal_pct = 3.61
grt_pass1_wl_um = 1930

[critical_path]
critPathRequiredTime_ns = 2.48
crit_chain = clkdlybuf4s50_1 -> inv_1 -> ha_2 -> fa_2 -> nor2_1 -> a31oi_1 -> o22ai_1 -> dlygate4sd2_1
critPathCaptureType = primary output
slowest_delay_ns = 0.52
startpoint_type = input pin
crit_type = input pin to primary output
path_delay_family = buffers and inverters
cp.arrival_ns = 2.37
path_buffers = 3
crit_fanout = 2
critPathSlowestCell = fa_2

[power_and_ir_drop]
power_uw = 104
p_per_area_nw_per_um2 = 144
peakVddDrop_mv = 0.0656
leakagePower_uw = 0.000367

[yosys]
syn_area_um2 = 425
netlist_instances = 60
yosys.stat.chipArea_um2 = 425
postSynthSeqShare_pct = 0
top_area_share_pct = 35.3
ys_types = 21
synthTopCellsByArea = ha_1 (35%), inv_1 (7.1%), xnor2_1 (6.2%), nand2_1 (5.3%), fa_1 (4.7%)
yosysWarnings = 1
ys_cells = 60
syn_avg_cell_area_um2 = 7.09
yosysTopAreaCell = ha_1

[floorplan]
initial_core_util_pct = 12.5
die_area_um2 = 6400
coreArea_um2 = 3420
dieWidth_um = 80
ios = 15
fp-row-count = 21
die_h_um = 80

[min_path]
hold_path_class = input pin to primary output
worst_hold_path.endpoint = result[2]
worst_hold_path.num_cells = 4
hp-start = aluOp[1]

[routing]
drt-pass1-iter-count = 2
ant_nets = 0
drtIter0Drc = 6
routedWlPerCell_um = 9.07
drc = 0
diodes = 0
vias = 461
routed_wirelength_um = 1200
vias_per_cell = 3.49

[finish]
nClkBuffers = 0
most-common-layout-cells = ha_1 (11), buf_4 (11), inv_1 (8)
fin_cells = 132
syn2layout_area_growth_pct = 69.7
regArea_um2 = 0
layout-drive-gt1-share_pct = 29.1
nFillCells = 385
seq_cell_count = 0

[placement]
place_inst = 131
place.gp.congestion = 0.826
portBuffers = 15
place_ws_ns = -0.595
place_hpwl_um = 1060

[job]
maxCapViolCount = 0
warning_count = 39

power by group:
group | internal [uW] | total, uW | switching [uW]
logic | 59.0 | 104 | 45.2
registers | 0 | 0 | 0
clock network | 0 | 0 | 0
total | 59.0 | 104 | 45.2
layer usage:
layer | wire, um | GRT usage [%] | part of all wire (%)
met4 | 0 | 0 | 0
met5 | 0 | 0 | 0
met1 | 624 | 5.36 | 52
met3 | 49 | 0.682 | 4.1
met2 | 524 | 5.54 | 44
logic make-up (layout without fill, tap and decap cells):
group	Yosys count	count (layout)	synth area share, %
buffers and inverters	12	38	11.2
XOR/XNOR	5	5	10.3
AND/OR/NAND/NOR	13	13	12.9
adder cells (fa/ha/maj)	13	13	40.0
AND-OR/OR-AND	17	17	25.6
final cells by class:
cell class,instances,area [um^2],share of cell area [%]
inverters,11,42.5,5.89
multi-input cells,48,394,54.6
well taps,46,57.6,7.97
repair buffers,27,228,31.5
worst min-delay path, stage by stage:
cell and delay [ns]:
clkdlybuf4s15_1 0.21, buf_4 0.15, o22ai_1 0.08, clkbuf_2 0.10
timing repair:
action,CTS,global route
gates cloned,0,0
hold buffers,0,0
endpoints found under the setup margin,3,2
resized,13,8
setup buffers,0,1
pin swaps,7,9
metrics by stage:
stage          util [%]  cell area (um^2)
2_1_floorplan         -               425
3_3_place_gp       20.8               711
3_5_place_dp       20.8               711
4_1_cts            21.1               721
5_1_grt            21.1               722
6_report           21.1               722
synth_stat cells:
cell       n
ha_1      12
inv_1      8
nand2_1    6
nor2_1     4
a21oi_1    3
o21ai_0    3
o21ai_1    3
xnor2_1    3
a21o_1     2
a31oi_1    2
inv_2      2
o22ai_1    2
xor2_1     2
a32oi_2    1
buf_2      1
clkinv_2   1
fa_1       1
nand2b_1   1
nand3_1    1
nor2_2     1
o211ai_1   1
worst max path at each step:
| stage | from | end | slack, ns | depth (start not counted) |
|---|---|---|---|---|
| 4_1_cts | aluOp[2] | result[3] | -0.19 | 11 |
| 5_1_grt | aluOp[2] | result[1] | -0.03 | 11 |
| 6_report | operandA[0] | result[1] | 0.11 | 8 |
Power and IR drop assume default switching activity.
